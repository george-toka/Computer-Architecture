## run.sh

```bash
#!/bin/bash
# OpenROAD 26Q1-2900-gdf79404cd8, Yosys 0.63+post, stock flow scripts
make -C /OpenROAD-flow-scripts/flow DESIGN_CONFIG=/design/flow/config.mk WORK_HOME=/design/flow/orfs finish
```

## config.mk

```make
export PLATFORM = sky130hd
export DESIGN_NAME = if_stage
export DESIGN_NICKNAME = if_stage
export VERILOG_FILES = /design/flow/design.v
export SDC_FILE = /design/flow/constraint.sdc
export NUM_CORES = 4
export LEC_CHECK = 1
export CORE_AREA = 10 10 135 135
export DIE_AREA = 0 0 145 145
```

## constraint.sdc

```tcl
current_design if_stage

set clk_period 6.4
set clk_io_pct 0.2

create_clock -name clk0 -period $clk_period [get_ports {clk}]

set non_clock_inputs [all_inputs -no_clocks]
set_input_delay [expr $clk_period * $clk_io_pct] -clock clk0 $non_clock_inputs
set_output_delay [expr $clk_period * $clk_io_pct] -clock clk0 [all_outputs]
```

## design.v

```verilog
module if_stage  (input logic 	      clk,              
				  input logic 	      rst,              
				  input logic 	      mem_wb_valid_inst, 
			      input logic   	  ex_take_branch_out, 
				  input logic [31:0]  ex_target_PC_out,   
				  input logic [31:0]  Imem2proc_data,     
				  input logic		  id_stall_flag,
				  output logic [31:0] proc2Imem_addr,     
				  output logic [31:0] if_PC_out,          
				  output logic [31:0] if_NPC_out,         
			      output logic [31:0] if_IR_out,          
				  output logic        if_valid_inst_out   
				  );
logic [31:0] PC_reg; 				    
logic [31:0] PC_plus_4;
logic [31:0] next_PC;
logic 	PC_enable;
assign proc2Imem_addr ={PC_reg[31:2], 2'b0};
assign if_IR_out = Imem2proc_data;
assign PC_plus_4 = PC_reg + 4;
assign next_PC = (ex_take_branch_out) ? ex_target_PC_out : PC_plus_4;
assign PC_enable = ~id_stall_flag;
assign if_PC_out = PC_reg;
assign if_NPC_out = PC_plus_4;
always_ff @(posedge clk) begin
	if(rst)
		PC_reg <= 0;        
	else if(PC_enable)
		PC_reg <= next_PC;  
end 
assign if_valid_inst_out = 1;
endmodule   
```

==> out/metrics.yaml <==
fp.dieArea_mm2: 0.0210
largest_reg_flops: 32
dp_slack_ns: 2.63
max-cap-violations: 0
post_cts_resized: 0
required_ns: 5.12
n_antenna_cell: 0
grt_pass1_vias: 2675
clock_sinks: 32
power.total_uw: 671
syn_inst: 379
io_pins: 198
place_congestion: 0.843
crit_slowest_cell: "or4_4"
fin_ws_ns: 2.32
wl_met3_um: 876
yosysTopAreaCellShare_pct: 22.3
die_w_um: 145
power_frac_comb_pct: 20.3
fin_area_mm2: 0.00403
slew_headroom_pct: 57.1
report.final.slew_viol_count: 0
hold_buffers: 0
place_area_mm2: 0.00385
synth-seq-cells: 32
edf_count: 0
rsz0062_at_grt: "no"
synth_area_per_cell_um2: 7.56
worst_slew_pin_slew_ns: 0.644
clkPwrFrac_pct: 44.8
post_cts_buffers: 0
initCoreUtil_pct: 18.8
grt.overflow.total: 0
drive_gt1_share_pct: 7.21
die_h_um: 145
grt_usage_pct: 9.59
cp-start-kind: "flip-flop"
grt_pass1_wl_mm: 16.3
async_flop_share_pct: 0
tritoncts: "yes"
ys_area_mm2: 0.00287
hold_slack_ns: 0.526
drtPass1Iterations: 4
yosysSeqAreaShare_pct: 22.3
core_mm2: 0.0153
numCtsBuffers: 5
vias: 2727
ys.warnings.count: 1
critPathBufInv: 1
clockBufferDepth: 2
synthDistinctLibCells: 55
syn-cell-area_mm2: 0.00287
p_switching_uw: 163
initialDrtViolationCount: 171
end_kind: "primary output"
leakage_nw: 1.42
ir_drop_mv: 0.0889
final-hold-violation-count: 0
crit_family: "simple AND/OR/NAND/NOR gates"
route.detailed.drc: 0
cp_slowest_stage_delay_ns: 0.51
cellPowerDensity_mw_per_mm2: 167
run_status: "complete, no violations"
fin_util_pct: 26.4
worstHoldPathType: "reg2reg"
clock_skew_ns: 0.00476
ff_type: "dfxtp_1"
period_needed_ns: 4.08
wl_per_cell_um: 16.5
syn2layout_area_growth_pct: 40.5
htreeDepth: 2
grt_max_degree: 66
via_per_inst: 4.25
final_cells: 641
internal_power_uw: 508
setup_viol: 0
warnings: 26
hpwl_mm: 8.04
wl_met1_mm: 4.82
antenna_found_initial: 0
area_leaders: "dfxtp_1 (22%), buf_4 (18%), xnor2_1 (4.9%)"
root_buffer: "clkbuf_16"
crit_fanout: 9
swShare_pct: 24.3
dp_cells: 633
post-route-period-util_pct: 63.8
setup_tns_ns: 0
io_buffers: 129
ys_cells: 379
top_layer: "met4"
routed_wl_mm: 10.6
worstSetupPathType: "reg2out"
p_seq_share_pct: 34.8
num_rows: 45
fmax_mhz: 245
route.met2.wl_mm: 4.84
clk_pin_slew_worst_paths_ns: 0.06
clk_latency_ns: 0.28
crit_arrival_ns: 2.80
crit_path_cell_trace: "ha_1 > and3_1 > nand2_2 > or4_4 > xnor2_1 > clkdlybuf4s50_1"
ant_nets: 0
yosysTopAreaCell: "dfxtp_1"
## cells in the final DEF, fill, tap and decap left out, types with 4 or more instances in the layout
master	instances
nor4_2	5
buf_4	4
o21ai_0	14
inv_1	6
nor2b_1	9
nand3_1	10
xnor2_1	16
dfxtp_1	32
nor2_1	29
nand4_1	4
and3_1	7
a21oi_1	25
clkdlybuf4s50_1	128
and4_1	6
o31ai_1	4
mux2i_1	9
a31oi_1	6
xor2_1	12
a22oi_1	9
nand2_1	35
clkbuf_16	5
## final cells by class
class | count | area [µm²]
Multi-Input combinational cell | 250 | 1600
Fill cell | 1627 | 11200
Clock buffer | 7 | 153
Tap cell | 211 | 264
Timing Repair Buffer | 133 | 1320
Sequential cell | 32 | 641
Inverter | 7 | 26.3
Clock inverter | 1 | 30.0
## cell usage after synthesis, types with 3 or more instances
master / instances
nand3_1: 10
clkbuf_1: 16
nand4_2: 3
dfxtp_1: 32
inv_1: 6
and4_1: 6
nor3_1: 3
nor2b_1: 9
o32ai_1: 3
o31ai_1: 4
buf_2: 3
a21oi_1: 25
nand2_1: 35
a31oi_1: 6
nand4_1: 4
nor4_2: 5
buf_4: 69
buf_1: 3
and3_1: 7
mux2i_1: 9
xor2_1: 12
xnor2_1: 16
o21ai_0: 14
a22oi_1: 9
nor2_1: 29
## logic make-up after synthesis
| kind of cell | after synthesis | synth area share (%) |
|---|---|---|
| XOR/XNOR | 28 | 8.56 |
| flip-flops | 32 | 22.3 |
| buffers and inverters | 98 | 22.0 |
| AND-OR/OR-AND | 82 | 18.3 |
| multiplexers | 9 | 3.14 |
| adder cells (fa/ha/maj) | 1 | 0.436 |
| AND/OR/NAND/NOR | 127 | 24.9 |
| other | 2 | 0.262 |
## tightest hold or removal path: cells and delay by family (launching register included)
family           cells  cell delay (ns)
multiplexers         1             0.07
AND/OR/NAND/NOR      1             0.08
flip-flops           1             0.34
## power by group through the flow
| stage | registers [mW] | logic [mW] | clock network [mW] |
|---|---|---|---|
| 4_1_cts | 0.234 | 0.140 | 0.306 |
| 5_1_grt | 0.238 | 0.152 | 0.313 |
| 6_report | 0.234 | 0.136 | 0.301 |
## metal layers
layer / global-route usage [%] / vias to the layer above
li1: - / 1361
met1: 13.0 / 1252
met2: 14.9 / 108
met3: 3.44 / 6
met4: 0.766 / 0
met5: 0 / -
## path summary, 6_finish.rpt
kind | start | endpoint | slack, ns | cells past startpoint
setup / recovery | PC_reg[2] | if_NPC_out[26] | 2.32 | 6
hold / removal | PC_reg[0] | PC_reg[0] | 0.53 | 2
setup reg to reg | PC_reg[2] | PC_reg[24] | 4.02 | 6
hold reg to reg | PC_reg[0] | PC_reg[0] | 0.53 | 2
No activity file was given, so power comes from the tool's default toggle rates.
